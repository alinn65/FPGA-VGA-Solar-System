===== /design/flow/config.mk =====
export PLATFORM = sky130hd
export DESIGN_NAME = vga_sync
export DESIGN_NICKNAME = vga_sync
export VERILOG_FILES = /design/flow/design.v
export SDC_FILE = /design/flow/constraint.sdc
export NUM_CORES = 4
export LEC_CHECK = 1
export CORE_AREA = 10 10 98 98
export DIE_AREA = 0 0 108 108

===== /design/flow/run.sh =====
#!/bin/bash
# OpenROAD 26Q1-2900-gdf79404cd8, Yosys 0.63+post, stock flow scripts
make -C /OpenROAD-flow-scripts/flow DESIGN_CONFIG=/design/flow/config.mk WORK_HOME=/design/flow/orfs finish

===== /design/flow/design.v =====
`timescale 1ns / 1ps
module vga_sync(
    input wire clk1485,          
    input wire rst_n,            
    output wire video_on,        
    output wire h_sync,          
    output wire v_sync,          
    output wire [13:0] x,        
    output wire [13:0] y         
);
    localparam display_h    = 1920;
    localparam backporch_h  = 148;
    localparam retrace_h    = 44;
    localparam frontporch_h = 88; 
    localparam total_h      = display_h + backporch_h + retrace_h + frontporch_h;
    localparam display_v    = 1080;
    localparam backporch_v  = 36;
    localparam retrace_v    = 5;
    localparam frontporch_v = 4; 
    localparam total_v      = display_v + backporch_v + retrace_v + frontporch_v;
    reg [13:0] h_counter;   
    reg [13:0] v_counter;   
    always @(posedge clk1485 or negedge rst_n) begin
        if (!rst_n)
            h_counter <= 14'd0;
        else if (h_counter == total_h - 1)
            h_counter <= 14'd0;
        else
            h_counter <= h_counter + 1;
    end
    always @(posedge clk1485 or negedge rst_n) begin
        if (!rst_n)
            v_counter <= 14'd0;
        else if (h_counter == total_h - 1) begin
            if (v_counter == total_v - 1)
                v_counter <= 14'd0;
            else
                v_counter <= v_counter + 1;
        end
    end
    assign x = h_counter;
    assign y = v_counter;
    assign video_on = (h_counter < display_h) && (v_counter < display_v);
    assign h_sync = !((h_counter >= display_h + backporch_h) &&
                      (h_counter <  display_h + backporch_h + retrace_h));
    assign v_sync = !((v_counter >= display_v + backporch_v) &&
                      (v_counter <  display_v + backporch_v + retrace_v));
endmodule

===== /design/flow/constraint.sdc =====
current_design vga_sync

set clk_period 4.7
set clk_io_pct 0.2

create_clock -name clk0 -period $clk_period [get_ports {clk1485}]

set non_clock_inputs [all_inputs -no_clocks]
set_input_delay [expr $clk_period * $clk_io_pct] -clock clk0 $non_clock_inputs
set_output_delay [expr $clk_period * $clk_io_pct] -clock clk0 [all_outputs]

==> CHANGELOG.md <==
### Metrics

* Setup TNS at 0 ns
* Delay of the slowest cell on the worst path at 0.48 ns
* Startpoint types: register
* Final routed wirelength across all metal layers at 3.78 mm
* Ys cells at 150
* Root cell of the clock tree: sky130_fd_sc_hd__clkbuf_8
* Initial core utilization at 19.6%
* GR Layer Usage met2 at 9.31%
* Maximum clock skew at final layout at 0.00819 ns
* Floorplan die height at 108 µm
* Syn avg cell area at 10.0 µm²
* Final tally of hold violations at 0
* Crit path capture type: output pin
* Global-route wire length before repair at 6.25 mm
* Final setup violating endpoints at 0
* Bufs on Longest Clock Path at 2
* Layout cell share with drive strength beyond 1 at 6.15%
* Relative slew margins at 61.4%
* Clock buffers created by TritonCTS at 3
* Number of warnings in the stage logs at 29
* Required time reported for the critical path endpoint at 3.76 ns
* Static Leak at 0.805 nW
* Clock insertion delay at the later pin of the skew report at 0.28 ns
* Number of diodes added for antenna fixing at 0
* Power per cell area at 194 nW/µm²
* Overall overflow remaining after global route at 0
* Final standard cell area without fillers at 1960 µm²
* Total via count in the routed design at 1192
* Number of max-slew violations in the final report at 0
* Buf+Inv Stages, Crit Path at 1
* Sequential cell area fraction in the yosys report at 46.7%
* Synthesis Warnings at 1
* Antenna Violating Nets Remaining at 0
* Setup Fix Bufs, Post-CTS at 0
* Layout overhead on the synthesized area at 30.5%
* Main synth FF type: sky130_fd_sc_hd__dfrtp_1
* Met1 demand-to-capacity share in global routing at 9.64%
* Kind of cell adding the most delay to the critical path: simple AND/OR/NAND/NOR gates
* Commonest cells after routing, fill and taps aside: sky130_fd_sc_hd__clkdlybuf4s50_1 (32), sky130_fd_sc_hd__dfrtp_1 (28), sky130_fd_sc_hd__nand2_1 (14), sky130_fd_sc_hd__nand3_1 (10), sky130_fd_sc_hd__xnor2_1 (10)
* Chip Footprint at 11700 µm²
* Gate count of the mapped netlist at 150
* Global Route met3 Usage at 1.39%
* Post-synth ARST share at 100%
* Top achievable clock speed at 364 MHz
* Placer congestion estimate at 0.822
* Placed instance area at 1920 µm²
* DRC Markers at 0
* Cts-stage hold buffer count at 0
* Final routed wire length divided by cell count at 13.5 µm
* Number of cell rows at 32
* Ordered list of cells on the worst path: nor3_1, and4_1, nand2_1, clkdlybuf4s50_1
* Cells resized by post-CTS repair at 0
* Setup slack after placement at 2.26 ns
* Overall routing resource usage at 6.42%
* Unrepaired setup endpoints after global routing: no
* Library cells used by synthesis at 35
* Initial antenna violation count at 0
* Status: completed
* I/O pin cnt at 33
* Number of synthesized flops with an enable pin at 0
* Worst R2R Setup Slack at 2.30 ns
* Slew of the pin with the lowest slew margin at 0.579 ns
* Half-perimeter wire length of the detailed placement result at 2.76 mm
* First-pass detailed-route iteration total at 4
* Kind of critical path: reg -> out
* Most frequent standard cell in the layout excluding fill and tap cells: sky130_fd_sc_hd__clkdlybuf4s50_1
* Cell with the biggest individual delay on the critical path: sky130_fd_sc_hd__dfrtp_1
* Number of global-route vias before repair at 1161
* Iter 0 DRT Violations at 70
* Clock slew at the register clock pins of the worst setup and hold paths at 0.10 ns
* Post-route setup slack at 1.95 ns
* Vias per inst at 4.24
* Pin count of the biggest net entering global routing at 29
* Overall power after layout at 0.000380 W
* Core region area at 7650 µm²
* Arrival time at the worst endpoint at 1.81 ns
* Netlist Area Pre-Place at 1500 µm²
* TritonCTS clock tree: yes
* # Max-Cap Violations at 0
* Clock H-tree levels at 1
* Top Usage Layer GRT: met1
* Port buffer count at 32
* Kind of path behind the tightest hold check: reg -> reg
* Post-layout period usage of the worst path at 58.4%
* Clk sinks at 28
* Post-synthesis register bit count at 28
* Max VDD drop at 0.0627 mV
* Final critical path time including I/O delays and setup at 2.75 ns
* Die W at 108 µm
* YS chip area at 1500 µm²
* Crit path max fanout at 8
stage by stage:
step           utilization [%]  hold WS [ns]  cells
2_1_floorplan                -         0.443    150
3_3_place_gp              25.1         0.486    278
3_5_place_dp              25.1         0.483    278
4_1_cts                   25.6         0.496    281
5_1_grt                   25.6         0.536    281
6_report                  25.6         0.495    281
routing by layer:
metal / vias up / routed length (µm)
met2: 23 / 1670
met3: 2 / 214
met4: 0 / 47
met1: 577 / 1860
met5: - / 0
li1: 590 / -
cell families (layout without fill, tap and decap cells):
family,count (synthesis),after routing,share of synthesized area [%]
flops,28,28,46.7
fa+ha+maj,5,5,4.17
compound gates,20,20,7.67
buf+inv,13,42,4.08
mux,2,2,1.67
simple gates,64,64,25.3
xor+xnor,18,18,10.5
power breakdown:
group / internal (W) / switching, W
clock: 0.0000576 / 0.0000757
sequential: 0.000241 / 0
combinational: 0.00000127 / 0.00000490
total: 0.000300 / 0.0000806
registers in the layout, summed over array words and instances (netlist names):
register and cells:
h_counter 14, v_counter 14
worst reg2reg max path: cells and delay by family, from the launching register on:
family	cells	cell delay [ns]
fa+ha+maj	1	0.28
mux	1	0.32
simple gates	4	1.24
flops	1	0.46
cells in the mapped netlist, types with 2 or more instances:
cell / number / area share (%)
sky130_fd_sc_hd__o21ai_1: 2 / 0.67
sky130_fd_sc_hd__ha_1: 5 / 4.2
sky130_fd_sc_hd__nand3_1: 10 / 3.3
sky130_fd_sc_hd__nor4_2: 3 / 2.5
sky130_fd_sc_hd__and4_1: 3 / 1.8
sky130_fd_sc_hd__and3_1: 4 / 1.7
sky130_fd_sc_hd__nand4_1: 8 / 3.3
sky130_fd_sc_hd__a21oi_1: 9 / 3.0
sky130_fd_sc_hd__nor3_1: 6 / 2.0
sky130_fd_sc_hd__inv_1: 6 / 1.5
sky130_fd_sc_hd__xor2_1: 8 / 4.7
sky130_fd_sc_hd__a31oi_1: 2 / 0.83
sky130_fd_sc_hd__nand2_1: 14 / 3.5
sky130_fd_sc_hd__xnor2_1: 10 / 5.8
sky130_fd_sc_hd__o21ai_0: 3 / 1.0
sky130_fd_sc_hd__nor2_1: 7 / 1.8
sky130_fd_sc_hd__clkbuf_1: 3 / 0.75
sky130_fd_sc_hd__buf_4: 3 / 1.5
sky130_fd_sc_hd__dfrtp_1: 28 / 47
path summary, 6_finish.rpt:
path,from,to,cells after the start
max in group asynchronous,rst_n,h_counter[12],2
max reg2reg,h_counter[0],v_counter[3],6
min reg2reg,v_counter[13],v_counter[13],1
max,v_counter[8],v_sync,4
min in group asynchronous,rst_n,h_counter[10],2
min,v_counter[13],v_counter[13],1
layout make-up:
type	count	area (µm²)
clock buffer	3	41.3
inverter	6	22.5
fill	824	5690
multi-input combinational	109	739
sequential	28	701
timing repair buffer	33	328
tap	102	128
No activity file was given, so power comes from the tool's default toggle rates.
