==> ./config.mk <==
export PLATFORM = sky130hd
export DESIGN_NAME = planets
export DESIGN_NICKNAME = planets
export VERILOG_FILES = /design/flow/design.v
export SDC_FILE = /design/flow/constraint.sdc
export NUM_CORES = 4
export LEC_CHECK = 1
export CORE_UTILIZATION = 40
==> ./constraint.sdc <==
current_design planets

set clk_period 24.4
set clk_io_pct 0.2

create_clock -name clk0 -period $clk_period

set non_clock_inputs [all_inputs -no_clocks]
set_input_delay [expr $clk_period * $clk_io_pct] -clock clk0 $non_clock_inputs
set_output_delay [expr $clk_period * $clk_io_pct] -clock clk0 [all_outputs]
==> ./design.v <==
`timescale 1ns / 1ps
module planets(
    input [13:0] x,          
    input [13:0] y,          
    input video_on,          
    input [10:0] x_mer,
    input [10:0] y_mer,
    input [10:0] x_ven,
    input [10:0] y_ven,
    input [10:0] x_earth,
    input [10:0] y_earth,
    output [3:0] vgaRed,
    output [3:0] vgaGreen,
    output [3:0] vgaBlue
);
    wire [3:0] vgaRedCombined;
    wire [3:0] vgaGreenCombined;
    wire [3:0] vgaBlueCombined;
    localparam sunXcenter = 960;
    localparam sunYcenter = 540;
    localparam radius     = 130;
    wire [3:0] vgaRedCircle;
    wire [3:0] vgaGreenCircle;
    wire [3:0] vgaBlueCircle;
    wire signed [19:0] X = x - sunXcenter;
    wire signed [19:0] Y = y - sunYcenter;
    wire signed [22:0] sum = X * X + Y * Y;
    wire [22:0] radiusSQ = radius * radius;
    wire inside_circle = (sum <= radiusSQ);
    assign vgaRedCircle   = inside_circle ? 4'hF : 4'h0;
    assign vgaGreenCircle = inside_circle ? 4'hF : 4'h0;
    assign vgaBlueCircle  = 4'h0;
    localparam orbit1Radius = 260;
    localparam orbit2Radius = 380;
    localparam orbit3Radius = 500;
    localparam tickness     = 2;
    wire [3:0] vgaRedOrbits;
    wire [3:0] vgaGreenOrbits;
    wire [3:0] vgaBlueOrbits;
    wire insideOrbit1;
    wire insideOrbit2;
    wire insideOrbit3;
    wire [21:0] rminSq1 = (orbit1Radius - tickness) * (orbit1Radius - tickness);
    wire [21:0] rmaxSq1 = (orbit1Radius + tickness) * (orbit1Radius + tickness);
    wire [21:0] rminSq2 = (orbit2Radius - tickness) * (orbit2Radius - tickness);
    wire [21:0] rmaxSq2 = (orbit2Radius + tickness) * (orbit2Radius + tickness);
    wire [21:0] rminSq3 = (orbit3Radius - tickness) * (orbit3Radius - tickness);
    wire [21:0] rmaxSq3 = (orbit3Radius + tickness) * (orbit3Radius + tickness);
    assign insideOrbit1 = (sum >= rminSq1) && (sum <= rmaxSq1);
    assign insideOrbit2 = (sum >= rminSq2) && (sum <= rmaxSq2);
    assign insideOrbit3 = (sum >= rminSq3) && (sum <= rmaxSq3);
    wire inside_any_orbit = insideOrbit1 || insideOrbit2 || insideOrbit3;
    assign vgaRedOrbits   = inside_any_orbit ? 4'hF : 4'h0;
    assign vgaGreenOrbits = inside_any_orbit ? 4'hF : 4'h0;
    assign vgaBlueOrbits  = inside_any_orbit ? 4'hF : 4'h0;
    localparam rMer = 20;
    wire signed [19:0] Xm1 = x - x_mer;
    wire signed [19:0] Ym1 = y - y_mer;
    wire [22:0] sum1 = Xm1 * Xm1 + Ym1 * Ym1;
    wire [22:0] rMerSq = rMer * rMer;
    wire inside_mercur = (sum1 <= rMerSq);
    wire [3:0] vgaRedMerc   = inside_mercur ? 4'hA : 4'h0;   
    wire [3:0] vgaGreenMerc = inside_mercur ? 4'h5 : 4'h0;
    wire [3:0] vgaBlueMerc  = 4'h0;
    localparam rVen = 40;
    wire signed [19:0] Xm2 = x - x_ven;
    wire signed [19:0] Ym2 = y - y_ven;
    wire [22:0] sum2 = Xm2 * Xm2 + Ym2 * Ym2;
    wire [22:0] rVenSq = rVen * rVen;
    wire inside_venus = (sum2 <= rVenSq);
    wire [3:0] vgaRedVen   = inside_venus ? 4'hF : 4'h0;   
    wire [3:0] vgaGreenVen = 4'h0;
    wire [3:0] vgaBlueVen  = 4'h0;
    localparam rEarth = 80;
    wire signed [19:0] Xm3 = x - x_earth;
    wire signed [19:0] Ym3 = y - y_earth;
    wire [22:0] sum3 = Xm3 * Xm3 + Ym3 * Ym3;
    wire [22:0] rEarthSq = rEarth * rEarth;
    wire inside_earth = (sum3 <= rEarthSq);
    wire [3:0] vgaRedEarth   = 4'h0;
    wire [3:0] vgaGreenEarth = inside_earth ? 4'hF : 4'h0;   
    wire [3:0] vgaBlueEarth  = inside_earth ? 4'hF : 4'h0;   
    assign vgaRedCombined =
        inside_earth     ? vgaRedEarth   :
        inside_venus     ? vgaRedVen     :
        inside_mercur    ? vgaRedMerc    :
        inside_any_orbit ? vgaRedOrbits  :
        inside_circle    ? vgaRedCircle  : 4'h1;
    assign vgaGreenCombined =
        inside_earth     ? vgaGreenEarth :
        inside_venus     ? vgaGreenVen   :
        inside_mercur    ? vgaGreenMerc  :
        inside_any_orbit ? vgaGreenOrbits:
        inside_circle    ? vgaGreenCircle: 4'h0;
    assign vgaBlueCombined =
        inside_earth     ? vgaBlueEarth  :
        inside_venus     ? vgaBlueVen    :
        inside_mercur    ? vgaBlueMerc   :
        inside_any_orbit ? vgaBlueOrbits :
        inside_circle    ? vgaBlueCircle : 4'h4;
    assign vgaRed   = video_on ? vgaRedCombined   : 4'h0;
    assign vgaGreen = video_on ? vgaGreenCombined : 4'h0;
    assign vgaBlue  = video_on ? vgaBlueCombined  : 4'h0;
endmodule
==> ./run.sh <==
#!/bin/bash
# OpenROAD 26Q1-2900-gdf79404cd8, Yosys 0.63+post, stock flow scripts
make -C /OpenROAD-flow-scripts/flow DESIGN_CONFIG=/design/flow/config.mk WORK_HOME=/design/flow/orfs finish
==> impl_metrics.toml <==
# yosys + openroad results
[outcome]
status = "complete, no violations"

[global_route]
grt.overflow.total = 0
grt_pass1_wl_mm = 212
antenna_found_initial = 2
grt_pass1_vias = 39158
grt_start_max_net_pins = 23
grtUsageTotal_pct = 23.0

[placed_design]
gp_congestion = 0.970
port_buffers = 107
hpwlAfterDp_mm = 115
dp_cells = 7342
post_dp_cell_area_um2 = 54200

[clocking]
hold_buffers = 0
post_cts_resized = 0
cts_setup_buffers = 0

[detailed_routing]
vias = 35253
routed_via_density = 4.80
routed_wl_mm = 128
drt.antenna.violating_nets = 0
drt_iter0_markers = 1440
dr.pass1.iters = 5
avgRoutedWirePerCell_um = 17.5
drc = 0

[layout]
area_growth_pct = 6.87
fillers = 12282
drive_gt1_share_pct = 2.93
mostFrequentLayoutCell = "inv_1"
nClkBuffers = 0
layout_top_cells = "1702 x inv_1, 1316 x fa_1, 520 x ha_1"
regArea_um2 = 0
fin_area_um2 = 54200
logic_area_um2 = 43800
flops = 0
layoutNonFillerInstCount = 7343
fin_util_pct = 43.1

[worst_setup_path]
critPathSlowestCell = "xor2_1"
cpPeakStageDelay_ns = 0.77
cpMostUsedCell = "fa_1"
crit_family = "adder cells"
worstSetupStartpointType = "primary input"
required_ns = 19.52
worst-path-buf-inv = 9
critical_path_class = "primary input to output port"
arrival_ns = 16.80
end_kind = "output port"
cp_max_fo = 13

[pwr]
power-per-cell-area_nw_per_um2 = 1000
p_int_uw = 23100
peakVddDrop_mv = 1.88
p_leak_uw = 0.0287
p_sw_uw = 31300
netSwitchingFraction_pct = 57.6

[final_timing]
rsz0062_at_grt = "no"
maxSlewViolCount = 0
max_slew_margin_pct = 32.1
tightest_slew_ns = 0.992
period_used_pct = 88.9
period_minus_slack_ns = 21.68
hold-worst-slack_ns = 10.80
hold_viol = 0
setup-tns-final_ns = 0
finalSetupViolations = 0
clock.fmax_mhz = 46.1

[floorplan]
die_w_um = 358
rows = 130
die_area_um2 = 128000
io_pins = 107
core_um2 = 126000
die_h_um = 358
fp_util_pct = 40.4

[logic_synthesis]
synth_cells = 5577
synth_cell_type_count = 104
synthesis.area_um2 = 50700
ys_area_um2 = 50700
yosys_cells = 5577
syn_avg_cell_area_um2 = 9.09
ys_seq_share_pct = 0
yosysWarningCount = 0

[run]
drv_cap = 0
log.warning_count = 54

[worst_hold_path]
hold_class = "primary input to output port"
-- layout make-up --
class,count,share of cell area (%)
Multi-Input combinational cell,3748,80.8
Inverter,1747,12.1
Tap cell,1650,3.81
Timing Repair Buffer,197,3.23
Antenna cell,1,0.00462
-- metal layers --
layer | GRT usage, % | part of all wire (%) | up-vias
li1 | - | - | 16552
met1 | 32.5 | 40 | 17438
met2 | 33.8 | 45 | 1129
met3 | 11.1 | 12 | 130
met4 | 4.43 | 2.6 | 4
met5 | 0 | 0.023 | -
-- cells in the mapped netlist, types with 9 or more instances --
cell | number | area share, %
fa_1 | 1316 | 52
o21bai_1 | 14 | 0.21
nand3_1 | 26 | 0.26
or3_1 | 10 | 0.12
a31oi_1 | 17 | 0.21
clkinv_1 | 31 | 0.23
o21ai_0 | 94 | 0.93
nand2b_1 | 76 | 0.94
nor2b_1 | 28 | 0.35
o31ai_1 | 11 | 0.16
a21oi_1 | 101 | 1.0
nor3_1 | 33 | 0.33
and3_1 | 15 | 0.19
nand2_1 | 439 | 3.3
nor2_1 | 438 | 3.2
o31a_1 | 9 | 0.16
a21o_1 | 48 | 0.71
o21a_1 | 31 | 0.46
nor4_1 | 13 | 0.16
inv_1 | 1702 | 13
ha_1 | 520 | 13
xor2_1 | 68 | 1.2
and2_1 | 52 | 0.64
clkbuf_1 | 65 | 0.48
or2_2 | 13 | 0.16
a211oi_1 | 18 | 0.27
o22ai_1 | 9 | 0.11
a21boi_0 | 9 | 0.13
xnor2_1 | 199 | 3.4
inv_2 | 11 | 0.081
-- worst min-delay path, delay by kind of cell --
family | cells | cell delay (ns)
compound gates | 2 | 0.21
buf+inv | 2 | 0.83
-- cells by family after synthesis --
logic type               count (synthesis)  synth area share [%]
AND-OR/OR-AND                          448                  6.09
XOR/XNOR                               280                  5.13
adder cells (fa/ha/maj)               1836                  64.8
buffers and inverters                 1829                  13.6
multiplexers                             9                 0.180
AND/OR/NAND/NOR                       1175                  10.2
-- power groups by stage --
stage,Clock [uW],Combinational (uW),Sequential (uW)
after CTS,0,54800,0
after global routing,0,61200,0
-- through the flow --
stage	power, uW	setup WS [ns]
finish	54300	2.72
CTS	54800	2.65
global route	61200	1.91
floorplan	42000	4.77
global placement	54300	2.82
detailed placement	54400	2.72
-- path summary, 6_finish.rpt --
check	from	endpoint	slack, ns	cells after the start
worst min-delay path	video_on	vgaRed[2]	10.80	4
worst max-delay path	x[0]	vgaRed[1]	2.72	38
Power figures rest on the tool's default switching activity, not on a simulated workload.
